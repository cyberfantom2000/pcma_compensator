--- config.mk ---
export PLATFORM = sky130hd
export DESIGN_NAME = hard_decoder
export DESIGN_NICKNAME = hard_decoder
export VERILOG_FILES = /design/flow/design.v
export SDC_FILE = /design/flow/constraint.sdc
export NUM_CORES = 4
export LEC_CHECK = 1
export CORE_UTILIZATION = 30
--- constraint.sdc ---
current_design hard_decoder

set clk_period 4.2
set clk_io_pct 0.2

create_clock -name clk0 -period $clk_period [get_ports {clk}]

set non_clock_inputs [all_inputs -no_clocks]
set_input_delay [expr $clk_period * $clk_io_pct] -clock clk0 $non_clock_inputs
set_output_delay [expr $clk_period * $clk_io_pct] -clock clk0 [all_outputs]
--- design.v ---
module hard_decoder #(
	parameter IQ_WIDTH = 10
)(
	input	clk,
	input   reset_n,
	input  [2         :0]  psk_type,   
	input   			   iq_val,
	input  [IQ_WIDTH-1:0]  i_data_I,
	input  [IQ_WIDTH-1:0]  i_data_Q,
	output 				   o_val,
	output [IQ_WIDTH-1:0]  o_data_I,
	output [IQ_WIDTH-1:0]  o_data_Q
);
localparam[2:0] QPSK  = 3'b001;
localparam[2:0] PSK_8 = 3'b010;
reg signed[IQ_WIDTH-1:0] reg_I, reg_Q;
reg signed[IQ_WIDTH-1:0] out_I, out_Q;
reg 			   	     e_o;
reg 			         even = 1;
genvar i;
generate
	for(i=0; i<2; i=i+1) begin : sh
		reg val;
		if(i==0) begin
			always@(posedge clk) begin
				if(!reset_n) val <= 0;
				else         val <= iq_val;
			end
		end else begin
			always@(posedge clk) begin
				if(!reset_n) sh[i].val <= 0;
				else         sh[i].val <= sh[i-1].val;
			end	
		end
	end
endgenerate
always@(posedge clk) begin
	if(!reset_n) begin
		reg_I  <= 0;
		reg_Q  <= 0;
	end else begin
		reg_I  <= i_data_I;
		reg_Q  <= i_data_Q;
	end
end
always@(posedge clk) begin
	if(!reset_n) begin
		e_o   <= 0;
		even  <= 1;
	end else if(iq_val) begin
		if(even)  e_o <= 1;      
		else      e_o <= 0;		
		if(even) even <= 0;
		else	 even <= 1;
	end else begin
		e_o <= 0;
	end
end
always@(posedge clk) begin
	if(!reset_n) begin
		out_I <= 0;
		out_Q <= 0;
	end else begin
		case(psk_type)
			QPSK: begin
				if(e_o) begin
					if( ~reg_I[IQ_WIDTH-1] && ~reg_Q[IQ_WIDTH-1] ) begin		   
						out_I <= $signed( 10'd180);
						out_Q <= $signed( 10'd180);
					end else if( reg_I[IQ_WIDTH-1] && ~reg_Q[IQ_WIDTH-1] ) begin   
						out_I <= $signed(-10'd180);
						out_Q <= $signed( 10'd180);					
					end else if( ~reg_I[IQ_WIDTH-1] && reg_Q[IQ_WIDTH-1] ) begin   
						out_I <= $signed( 10'd180);
						out_Q <= $signed(-10'd180);
					end else begin												   
						out_I <= $signed(-10'd180);
						out_Q <= $signed(-10'd180);
					end
				end else if(sh[0].val) begin
						out_I <= 10'd0;
						out_Q <= 10'd0;
				end
			end
			PSK_8: begin
				if(e_o) begin
					if( ~reg_I[IQ_WIDTH-1] && ~reg_Q[IQ_WIDTH-1] ) begin			  
						if( reg_I >= reg_Q ) begin							 
							out_I <= $signed( 10'd256);
							out_Q <= $signed( 10'd98 );
						end else begin										 
							out_I <= $signed( 10'd98 );
							out_Q <= $signed( 10'd256);
						end
					end else if( reg_I[IQ_WIDTH-1] && ~reg_Q[IQ_WIDTH-1] ) begin  
						if( -reg_I >= reg_Q ) begin						    
							out_I <= $signed(-10'd256);
							out_Q <= $signed( 10'd98 );
						end else begin									    
							out_I <= $signed(-10'd98 );
							out_Q <= $signed( 10'd256);
						end
					end else if( ~reg_I[IQ_WIDTH-1] && reg_Q[IQ_WIDTH-1] ) begin
						if( reg_I >= -reg_Q ) begin						    
							out_I <= $signed( 10'd256);
							out_Q <= $signed(-10'd98 );
						end else begin									    
							out_I <= $signed( 10'd98 );
							out_Q <= $signed(-10'd256);
						end
					end else begin
						if( reg_I <= reg_Q ) begin						    
							out_I <= $signed(-10'd256);
							out_Q <= $signed(-10'd98 );
						end else begin									    
							out_I <= $signed(-10'd98 );
							out_Q <= $signed(-10'd256);
						end
					end
				end else if(sh[0].val) begin
						out_I <= 10'd0;
						out_Q <= 10'd0;
				end
			end
			default: begin  
				if(e_o) begin
					if( ~reg_I[IQ_WIDTH-1] && ~reg_Q[IQ_WIDTH-1] ) begin		   
						out_I <= $signed( 10'd180);
						out_Q <= $signed( 10'd180);
					end else if( reg_I[IQ_WIDTH-1] && ~reg_Q[IQ_WIDTH-1] ) begin   
						out_I <= $signed(-10'd180);
						out_Q <= $signed( 10'd180);					
					end else if( ~reg_I[IQ_WIDTH-1] && reg_Q[IQ_WIDTH-1] ) begin   
						out_I <= $signed( 10'd180);
						out_Q <= $signed(-10'd180);
					end else begin												   
						out_I <= $signed(-10'd180);
						out_Q <= $signed(-10'd180);
					end
				end else if(sh[0].val) begin
						out_I <= 10'd0;
						out_Q <= 10'd0;
				end
			end
		endcase
	end
end
assign o_data_I = out_I;
assign o_data_Q = out_Q;
assign o_val    = sh[1].val;
endmodule
--- run.sh ---
#!/bin/bash
# OpenROAD 26Q1-2900-gdf79404cd8, Yosys 0.63+post, stock flow scripts
make -C /OpenROAD-flow-scripts/flow DESIGN_CONFIG=/design/flow/config.mk WORK_HOME=/design/flow/orfs finish
==> impl_metrics.ini <==
; yosys + openroad results
[route]
drt_iter0_markers = 54
wl_met1_microns = 3070
antenna_left = 0
met2_length_microns = 2510
wl_met3_microns = 202
drtPass1Iterations = 4
top_layer = met4
wire_per_inst_microns = 13.4
remaining_drc_errors = 0
viasPerCell = 4.97
n_antenna_cell = 0
vias = 2186
wl_microns = 5880

[grt]
grt-ovfl-total = 0
grtUsageTotal = 0.140
antenna_found_initial = 0
grt_max_degree = 38
grt_pass1_wl_microns = 9580
grt_pass1_vias = 2043

[clock_network]
path_clk_slew_ns = 0.08
cts-root-buf = clkbuf_8
clk_latency_ns = 0.30
cts_tree = built
holdBufCountCts = 0
cts_buffers = 5
cts_buffer_depth = 2
post-cts-setup-buffer-count = 0
cts_resized = 0
htree_levels = 2
clkSinkCount = 44

[synthesis]
edf_count = 0
yosysSeqAreaShare = 0.340
ys_chip_area_sq_um = 2590
async_flop_share = 0
syn-cell-area_sq_um = 2590
yosysWarnings = 1
ys.flops = 44
synthCells = 287
yosys_cells = 287
synth_top_flop_cell = dfxtp_1
synth_cell_types = 48
avgSynthCellArea_sq_um = 9.02

[timing]
period_used_share = 0.710
rsz0062_at_grt = no
final-setup-viol-count = 0
tightest_slew_ns = 0.705
finalClockSkew_ns = 0.00748
fmax_ghz = 0.335
finalHoldViolations = 0
drv_slew = 0
period_minus_slack_ns = 2.98
slew_headroom = 0.526
tns_ns = 0
timing.hold.ws_ns = 0.490

[critical_path]
path_max_fanout = 5
rr_startpoint = reg_Q[0]$_SDFF_PN0_
crit_top_cell = nand2_1
critPathCaptureType = register
cp-start-kind = register
startpoint = reg_Q[0]$_SDFF_PN0_
crit_required_ns = 4.39
crit_arrival_ns = 3.18
path_cells = nor3_1 > and3_1 > nand2_1 > nor4_1 > xnor2_1 > ha_1 > nand2_1 > o21bai_1 > a21oi_1 > o31ai_4 > or4b_1 > a32o_1
path_class = register to register
slowest_stage = or4b_1
slowest_delay_ns = 0.47

[cells_and_area]
utilization = 0.396
flop_area_sq_um = 881
nFillCells = 810
final_layout_size_suffix_gt1_frac = 0.0537
mi_logic_area_sq_um = 1590
final_cell_mix = clkdlybuf4s50_1 (46), dfxtp_1 (44), ha_1 (32), inv_1 (22), and2_1 (22)
syn_to_final_growth_pct = 27.0
lay_top_count = clkdlybuf4s50_1

[floorplan]
chip_area_sq_um = 9000
fp.dieH_microns = 94.9
fp_util = 0.312
ios = 47
die_x_microns = 94.9
rows = 33
core_sq_um = 8300

[flow_run]
maxCapViolCount = 0
warnings = 27

[place]
portBuffers = 46
hpwl_microns = 4620
gp_congestion = 0.872

[min_path]
hold_class = register to register
hold_start = out_I[0]$_SDFF_PN0_

[power]
p_per_area_nw_per_um2 = 318
ir_drop_mv = 0.158
power_mw = 1.05
p_leak_nw = 1.37

[status]
outcome = finished clean
power by group:
group          switching, mW  internal (mW)  leakage (nW)
Clock                  0.151          0.195        0.0614
Sequential            0.0197          0.437         0.362
Combinational          0.122          0.122         0.948
Total                  0.293          0.754          1.37
sequential cells by signal, indices dropped and copies added, names as in the netlist:
name    flops
even        1
reg_I      10
reg_Q      10
out_I      10
sh.val      2
e_o         1
out_Q      10
synth_stat cells, types with 3 or more instances:
| library cell | instances | area share |
|---|---|---|
| dfxtp_1 | 44 | 0.34 |
| clkbuf_1 | 8 | 0.012 |
| nor3_1 | 5 | 0.0097 |
| a21o_1 | 7 | 0.020 |
| a21oi_1 | 16 | 0.031 |
| o22ai_1 | 3 | 0.0073 |
| and2_1 | 22 | 0.053 |
| o21a_1 | 5 | 0.015 |
| a22oi_1 | 3 | 0.0087 |
| nand3_1 | 4 | 0.0077 |
| ha_1 | 32 | 0.15 |
| o21ai_0 | 8 | 0.015 |
| and3_1 | 4 | 0.0097 |
| xor2_1 | 4 | 0.014 |
| nand2b_1 | 4 | 0.0097 |
| nor2_1 | 19 | 0.028 |
| a21boi_0 | 3 | 0.0087 |
| nand2_1 | 18 | 0.026 |
| o2111ai_1 | 3 | 0.010 |
| xnor2_1 | 13 | 0.044 |
| inv_1 | 22 | 0.032 |
| o31ai_1 | 3 | 0.0087 |
final timing paths:
kind         cells after the start                  end  slack, ns
min reg2reg                      1  out_I[0]$_SDFF_PN0_       0.49
max                             12  out_I[1]$_SDFF_PN0_       1.22
max reg2reg                     12  out_I[1]$_SDFF_PN0_       1.22
min                              1  out_I[0]$_SDFF_PN0_       0.49
layer usage:
metal  vias to the layer above  track usage
met5                         -            0
met4                         0       0.0227
met3                         9       0.0180
met2                        43        0.212
met1                      1017        0.220
li1                       1117            -
critical path, delay by kind of cell (launching register included):
| kind | cells | cell delay, ns |
|---|---|---|
| AOI/OAI and AO/OA | 4 | 0.76 |
| xor gates and xnor gates | 1 | 0.11 |
| adders and majority gates | 1 | 0.31 |
| DFF | 1 | 0.33 |
| and+or+nand+nor | 6 | 1.37 |
stage by stage:
stage / setup WS, ns / area (sq um) / instances
floorplan: 1.43 / 2590 / 287
global placement: 1.28 / 3160 / 432
detailed placement: 1.24 / 3160 / 432
CTS: 1.20 / 3290 / 440
global route: 0.980 / 3290 / 440
finish: 1.22 / 3290 / 440
cell type report:
| type | count | area share |
|---|---|---|
| multi-input combinational | 213 | 0.485 |
| clock inverter | 2 | 0.0118 |
| clock buffer | 6 | 0.0251 |
| sequential | 44 | 0.268 |
| timing repair buffer | 48 | 0.145 |
| tap | 105 | 0.0400 |
| inverter | 22 | 0.0251 |
logic make-up (layout without fill, tap and decap cells):
kind of cell | count (synthesis) | after routing | synth area share
and+or+nand+nor | 93 | 93 | 0.203
AOI/OAI and AO/OA | 71 | 71 | 0.201
DFF | 44 | 44 | 0.340
adders and majority gates | 32 | 32 | 0.155
buffers and inverters | 30 | 78 | 0.0435
xor gates and xnor gates | 17 | 17 | 0.0575
Power figures rest on the tool's default switching activity, not on a simulated workload.
