$ cat flow/constraint.sdc
current_design delay_mod

set clk_period 1.0
set clk_io_pct 0.2

create_clock -name clk0 -period $clk_period [get_ports {clk}]

set non_clock_inputs [all_inputs -no_clocks]
set_input_delay [expr $clk_period * $clk_io_pct] -clock clk0 $non_clock_inputs
set_output_delay [expr $clk_period * $clk_io_pct] -clock clk0 [all_outputs]
$ cat flow/config.mk
export PLATFORM = sky130hd
export DESIGN_NAME = delay_mod
export DESIGN_NICKNAME = delay_mod
export VERILOG_FILES = /design/flow/design.v
export SDC_FILE = /design/flow/constraint.sdc
export NUM_CORES = 4
export LEC_CHECK = 1
export CORE_UTILIZATION = 50
$ cat flow/design.v
module delay_mod #(
	parameter IN_D_WIDTH  = 10,
	parameter OUT_D_WIDTH = 16,
	parameter DELAY	      = 17
)(
	input 				    clk    ,
	input 				    reset_n,
	input				    vld    ,   
	input [IN_D_WIDTH-1 :0] din    ,
	output[OUT_D_WIDTH-1:0] dout	
);
genvar i;
	wire signed[OUT_D_WIDTH-1:0] din_w = $signed(din);
generate
	for(i=0; i<DELAY; i=i+1)begin:tap
		reg signed [OUT_D_WIDTH-1:0] r = 0;
		if(i==0) begin
			always@(posedge clk) begin
				if(!reset_n) r <= 0;
				else if(vld) r <= din_w;
			end
		end else begin
			always@(posedge clk) begin
				if(!reset_n) tap[i].r <= 0;
				else if(vld) tap[i].r <= tap[i-1].r;
			end
		end
	end
endgenerate
assign dout  = tap[DELAY-1].r;
endmodule
$ cat flow/run.sh
#!/bin/bash
# OpenROAD 26Q1-2900-gdf79404cd8, Yosys 0.63+post, stock flow scripts
make -C /OpenROAD-flow-scripts/flow DESIGN_CONFIG=/design/flow/config.mk WORK_HOME=/design/flow/orfs finish
==> flow_metrics.tcl <==
# implementation run metrics
set metrics [dict create \
    cp-end-kind "primary output" \
    wire_length_of_the_first_global_routing_pass_um 15700 \
    gr-total-overflow 0 \
    vdd_ir_drop_max_mv 1.343 \
    io_buffer_count 28 \
    yosysCellCount 554 \
    fp_util_pct 51.37 \
    cts_hold_repair.buffers 0 \
    detail_route.antenna_diodes 0 \
    setup.worst_path.class "reg -> out" \
    pwr-share-comb_pct 5.0 \
    pwr_density_cell_mw_per_mm2 1789 \
    drc_errors 0 \
    critical-path-top-cell-by-count "sky130_fd_sc_hd__buf_6" \
    wirelength_um 8970 \
    critPathSlowestCell "sky130_fd_sc_hd__dfxtp_4" \
    initial_antenna_violation_count 0 \
    seq_power_share_pct 51.7 \
    stage_log_warnings 27 \
    synth_warnings 1 \
    power_frac_clock_pct 43.3 \
    period_minus_slack_ns 1.174 \
    worst_slack_ns -0.1745 \
    worstPathMaxFanout 5 \
    registers.top_by_ff_count "tap.r" \
    yosysChipArea_mm2 0.006509 \
    kind_of_launch_point_of_the_worst_setup_path "register" \
    ys_seq_share_pct 52.29 \
    avgRoutedWirePerCell_um 11.79 \
    drc_violation_total_after_the_first_tritonroute_iteration 199 \
    slew_headroom_pct 85.03 \
    internal_power_uw 10530 \
    ys_ff 170 \
    die_w_um 116.1 \
    largestRegisters "tap.r (170)" \
    final_hold_viol_count 0 \
    ctsRootBufferMaster "sky130_fd_sc_hd__clkbuf_16" \
    reg2reg_setup_slack_ns 0.14 \
    vias_in_the_first_global_route 3313 \
    detail_route.first_pass.iterations 3 \
    drv_slew 0 \
    cts.reportedPaths.clkPinSlew_ns 0.06 \
    syn_inst 554 \
    crit_chain "buf_6, buf_6" \
    worst_setup_path_startpoint "tap[16].r[9]" \
    detailroute.via_count 3459 \
    worstReg2RegStart "tap[16].r[9]" \
    synth.cellmix.adderShare_pct 0 \
    globalRouteTotalUtil_pct 15.09 \
    routabilityCongestion 0.7096 \
    ys_sh_aoi_pct 0 \
    cpPeakStageDelay_ns 0.35 \
    cap_viol_max_count 0 \
    status "finished, violations left" \
    placeableCoreArea_mm2 0.01267 \
    muxShareOfSynthArea_pct 26.14 \
    largest_reg_flops 170 \
    postLayoutCoreUtil_pct 58.43 \
    synth_cell_type_count 8 \
    die.size.y_um 116.1 \
    period_utilization_post_route_pct 117.4 \
    layout-drive-gt1-share_pct 12.73 \
    finalSetupViolCount 16 \
    tritoncts "done" \
    setup.worst_path.end "dout[11]" \
    grt_setup_unrepaired "yes" \
    fp-row-count 41 \
    final.fill_count 1043 \
    cp.arrival_ns 0.97 \
    synthSimpleGateAreaFrac_pct 16.34 \
    power_switching_share_pct 20.52 \
    timing.hold.worst.class "in -> reg" \
    yosys-dominant-comb-family "multiplexers" \
    post_drt_via_cell_ratio 4.545 \
    tightest_slew_ns 0.2246 \
    io-pin-count 29 \
    final-seq-area_mm2 0.003418 \
    hpwl_um 5375 \
    chipArea_mm2 0.01348 \
    signed_area_change_from_the_synthesized_netlist_to_the_final_layout_pct 13.74 \
    switchingPower_uw 2718 \
    syn_avg_cell_area_um2 11.75 \
    yosys.area_share.xor_xnor_pct 0 \
    detail-route-antenna-nets 0 \
    worst_clock_skew_ns 0.004325 \
    htree_levels 4 \
    worstPathRequired_ns 0.80 \
    tritoncts_num_sinks 170 \
    clock_latency_ns 0.41 \
    ff2ff_path_depth 4 \
    fmaxAchievable_mhz 851.4 \
    failed_checks "negative setup slack" \
    tritoncts.num_buffers 17 \
    dp_slack_ns -0.1343 \
    grt_max_degree 72 \
    multiInputGateArea_mm2 0.002765 \
    critical_path.reg2reg.endpoint "tap[16].r[9]" \
    p_leak_uw 0.003044 \
    synth_cell_area_mm2 0.006509 \
    max_clock_buf_depth 2 \
    finalSetupTns_ns -1.008 \
]
final cells by class:
| cell class | instances | share of cell area, % |
|---|---|---|
| well taps | 172 | 2.907 |
| flip-flops and latches | 170 | 46.17 |
| repair buffers | 47 | 6.456 |
| multi-input cells | 340 | 37.35 |
| clock inverters | 8 | 0.6084 |
| clock buffers | 24 | 6.507 |
logic make-up (layout without fill, tap and decap cells):
logic type             after synthesis  count (layout)
and+or+nand+nor                    170             170
DFF                                170             170
muxes                              170             170
buffers and inverters               44              79
synthesized netlist by cell type (all sizes together):
master  number  area, um^2
clkbuf      17       63.81
dfxtp      170        3403
mux2i      170        1702
buf         27       276.5
nor2b      170        1064
worst min path at each step:
stage | start | end | cells after the start
finish | reset_n | tap[15].r[0] | 3
global route | reset_n | tap[13].r[3] | 3
CTS | reset_n | tap[16].r[5] | 3
metal layers:
layer | global-route usage (%) | up-vias | wire length (um)
li1 | - | 1890 | -
met1 | 25.87 | 1531 | 5088
met2 | 20.91 | 33 | 3497
met3 | 3.436 | 5 | 290
met4 | 1.795 | 0 | 95
met5 | 0 | - | 0
cell usage in the layout (no fill, tap or decap):
cell type	Yosys	final
sky130_fd_sc_hd__buf_8	10	1
sky130_fd_sc_hd__clkinv_2	0	6
sky130_fd_sc_hd__buf_6	1	6
sky130_fd_sc_hd__mux2i_1	170	170
sky130_fd_sc_hd__clkbuf_1	17	4
sky130_fd_sc_hd__clkdlybuf4s50_1	0	10
sky130_fd_sc_hd__clkinvlp_4	0	2
sky130_fd_sc_hd__buf_4	14	10
sky130_fd_sc_hd__dfxtp_2	0	9
sky130_fd_sc_hd__buf_2	2	12
sky130_fd_sc_hd__dfxtp_1	170	160
sky130_fd_sc_hd__buf_12	0	8
sky130_fd_sc_hd__nor2b_1	170	170
sky130_fd_sc_hd__dfxtp_4	0	1
sky130_fd_sc_hd__clkbuf_16	0	17
sky130_fd_sc_hd__clkbuf_8	0	3
through the flow:
stage	instances	cell area, um^2	hold WS (ns)	power, uW
floorplan	554	6513	0.3694	7550
global placement	722	6857	0.4947	7659
detailed placement	722	6857	0.5017	7663
CTS	761	7385	0.2644	13450
global route	761	7403	0.2768	13780
finish	761	7403	0.2794	13250
power groups by stage:
stage	registers [uW]	clock network, uW	logic (uW)
CTS	6840	5940	668
finish	6850	5740	659
global route	6850	6230	704
critical path: cells and delay by family, from the launching register on:
kind	cells	cell delay, ns
flops	1	0.35
buf+inv	2	0.22
repair_timing:
item	CTS	global route
resized	62	3
cloned	0	0
setup endpoints to repair	16	16
setup buffers	7	0
No activity file was given, so power comes from the tool's default toggle rates.
